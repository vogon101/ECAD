### config.mk
export PLATFORM = sky130hd
export DESIGN_NAME = toplevel
export DESIGN_NICKNAME = toplevel
export VERILOG_FILES = /design/flow/design.v
export SDC_FILE = /design/flow/constraint.sdc
export NUM_CORES = 4
export LEC_CHECK = 1
export CORE_UTILIZATION = 40
### constraint.sdc
current_design toplevel

set clk_period 4.3
set clk_io_pct 0.2

create_clock -name clk0 -period $clk_period [get_ports {CLOCK_50}]

set non_clock_inputs [all_inputs -no_clocks]
set_input_delay [expr $clk_period * $clk_io_pct] -clock clk0 $non_clock_inputs
set_output_delay [expr $clk_period * $clk_io_pct] -clock clk0 [all_outputs]
### design.v
module debounce
  (
	input wire       clk,        
	input wire       rst,        
	input wire       bouncy_in,  
	output reg 		 clean_out   
   );
	reg [15:0] counter;
	reg hold;
	always_ff @(posedge clk) begin
		if (rst) begin
			counter <= 0;
			hold <= 0;
			clean_out <= 0;
		end else if (bouncy_in == hold) begin
			if (counter > 20000) begin
				clean_out <= hold;
			end else counter <= counter + 1;
		end else begin
			hold <= bouncy_in;
			counter <= 3'b000;
		end;
	end;
endmodule  
module rotary
  (
	input  wire clk,
	input  wire rst,
	input  wire [1:0] rotary_in,
	output logic [7:0] rotary_pos,
        output logic rot_cw,
        output logic rot_ccw
   );
	reg [1:0] data_0;
	reg [1:0] data_1;
	debounce MSB_debouncer (clk, rst, rotary_in[0], data_1[0]); 
	debounce LSB_debouncer (clk, rst, rotary_in[1], data_0[0]);
	always_ff @(posedge clk) begin
		if (rst) rotary_pos <= 0;
		else begin
			if (data_0[0] == 1 && data_0[1] == 0 && data_1[0] == 0) begin
				rotary_pos <= rotary_pos - 1;
				rot_cw = 0;
				rot_ccw = 1;
			end else if (data_1[0] == 1 && data_1[1] == 0 && data_0[0] == 0) begin
				rotary_pos <= rotary_pos + 1;
				rot_cw = 1;
				rot_ccw = 0;
			end else begin
				rot_cw = 0;
				rot_ccw = 0;
			end;
			data_0[1] <= data_0[0];
			data_1[1] <= data_1[0]; 
		end;
	end;	
endmodule  
module hex_to_7seg (
	  input [3:0] hexval,
	  output [6:0] ledcode
	  );
	  logic [6:0] lc;
	  assign ledcode = ~lc;
	  always_comb
			case (hexval)
				4'h0: lc <= 7'b0111111;
				4'h1: lc <= 7'b0000110;
				4'h2: lc <= 7'b1011011;
				4'h3: lc <= 7'b1001111;
				4'h4: lc <= 7'b1100110;
				4'h5: lc <= 7'b1101101;
				4'h6: lc <= 7'b1111101;
				4'h7: lc <= 7'b0000111;
				4'h8: lc <= 7'b1111111;
				4'h9: lc <= 7'b1101111;
				4'ha: lc <= 7'b1110111;
				4'hb: lc <= 7'b1111100;
				4'hc: lc <= 7'b0111001;
				4'hd: lc <= 7'b1011110;
				4'he: lc <= 7'b1111001;
				4'hf: lc <= 7'b1110001;
			endcase
endmodule
module shiftregctl (
  input logic clock_50m,
  input logic reset,
  output logic shiftreg_clk,
  output logic shiftreg_loadn,
  input logic shiftreg_out,
  output reg [15:0] buttons
);
  logic [4:0] state;
  logic [15:0] tmp;
  logic clk;
  logic [8:0] clk_div;
  logic last_clk;
  logic clk_inhibit;
  always_comb begin
    shiftreg_clk = clk && !clk_inhibit;
    clk_inhibit = (state == 0 || state == 16 || state == 17 || state == 18);
    shiftreg_loadn = !(state==17);
  end
  always_ff @(posedge clock_50m)
    if (reset)
      begin
        state <= 16;
        tmp <= 0;
      end
    else
      begin
        clk_div <= clk_div + 1;
  	last_clk <= clk;
  	clk <= clk_div[8];
        if(last_clk && !clk) begin
            if(state==18) begin
                state <= 0;
                buttons <= tmp;
                tmp <= 0;
            end
            else begin
                state <= state + 1;
                tmp[state] <= shiftreg_out;
            end
        end
      end
endmodule
module toplevel(
      inout              ADC_CS_N,
      output             ADC_DIN,
      input              ADC_DOUT,
      output             ADC_SCLK,
      input              AUD_ADCDAT,
      inout              AUD_ADCLRCK,
      inout              AUD_BCLK,
      output             AUD_DACDAT,
      inout              AUD_DACLRCK,
      output             AUD_XCK,
      input              CLOCK_50,
      input              CLOCK2_50,
      input              CLOCK3_50,
      input              CLOCK4_50,
      output      [12:0] DRAM_ADDR,
      output      [1:0]  DRAM_BA,
      output             DRAM_CAS_N,
      output             DRAM_CKE,
      output             DRAM_CLK,
      output             DRAM_CS_N,
      inout       [15:0] DRAM_DQ,
      output             DRAM_LDQM,
      output             DRAM_RAS_N,
      output             DRAM_UDQM,
      output             DRAM_WE_N,
      output             FAN_CTRL,
      output             FPGA_I2C_SCLK,
      inout              FPGA_I2C_SDAT,
      inout     [35:0]         GPIO_0,
      output      [6:0]  HEX0,
      output      [6:0]  HEX1,
      output      [6:0]  HEX2,
      output      [6:0]  HEX3,
      output      [6:0]  HEX4,
      output      [6:0]  HEX5,
      input              IRDA_RXD,
      output             IRDA_TXD,
      input       [3:0]  KEY,
      output      [9:0]  LEDR,
      inout              PS2_CLK,
      inout              PS2_CLK2,
      inout              PS2_DAT,
      inout              PS2_DAT2,
      input       [9:0]  SW,
      input              TD_CLK27,
      input      [7:0]  TD_DATA,
      input             TD_HS,
      output             TD_RESET_N,
      input             TD_VS,
      output      [7:0]  VGA_B,
      output             VGA_BLANK_N,
      output             VGA_CLK,
      output      [7:0]  VGA_G,
      output             VGA_HS,
      output      [7:0]  VGA_R,
      output             VGA_SYNC_N,
      output             VGA_VS,
      input       [1:0]  DIALL,
      input       [1:0]  DIALR,
      output             LEDRINGn,
      output      [7:0]  LCD_R_out,
      output      [7:0]  LCD_G_out,
      output      [7:0]  LCD_B_out,
      output             LCD_HSYNC,
      output             LCD_VSYNC,
      output             LCD_DEN,
      output             LCD_DCLK,
      output             LCD_ON,	     
      output             LCD_BACKLIGHT,  
      output             SHIFT_CLKIN,
      output             SHIFT_LOAD,
      input              SHIFT_OUT,
      output             TOUCH_WAKE,
      inout              DISPLAY_SDA,
      inout              DISPLAY_SCL,
      input              VERSION_n
);
	wire reset;
	assign reset = !KEY[0];
	logic [7:0] rotary_right_pos ;
	logic [7:0] rotary_left_pos ;
	logic [3:0] rotary_right_hexin_LSB ;
	logic [3:0] rotary_right_hexin_MSB ;
	logic [3:0] rotary_left_hexin_LSB ;
	logic [3:0] rotary_left_hexin_MSB ;
	logic [0:6] rotary_right_hexout_LSB , rotary_right_hexout_MSB ;
	logic [0:6] rotary_left_hexout_LSB , rotary_left_hexout_MSB ;
	reg [15:0] buttons;
	rotary rightRotary (CLOCK_50, reset, DIALR, rotary_right_pos);
	rotary leftRotary(CLOCK_50, reset, DIALL, rotary_left_pos);
	hex_to_7seg  right_LSB_hexdecode  (rotary_right_hexin_LSB , rotary_right_hexout_LSB );
	hex_to_7seg  right_MSB_hexdecode  (rotary_right_hexin_MSB , rotary_right_hexout_MSB );
	hex_to_7seg  left_LSB_hexdecode  (rotary_left_hexin_LSB , rotary_left_hexout_LSB);
	hex_to_7seg  left_MSB_hexdecode  (rotary_left_hexin_MSB , rotary_left_hexout_MSB );
	shiftregctl buttons_sr (CLOCK_50, reset, SHIFT_CLKIN, SHIFT_LOAD, SHIFT_OUT, buttons);
	always_ff @(posedge CLOCK_50) begin
		rotary_right_hexin_LSB  <= rotary_right_pos [3:0];
		rotary_right_hexin_MSB  <= rotary_right_pos [7:4];
		rotary_left_hexin_LSB  <= rotary_left_pos [3:0];
		rotary_left_hexin_MSB  <= rotary_left_pos [7:4];
		HEX5 <= rotary_left_hexout_MSB ;
		HEX4 <= rotary_left_hexout_LSB ;
		HEX3 <= rotary_right_hexout_MSB ;
		HEX2 <= rotary_right_hexout_LSB ;
		LEDR <= buttons[9:0];
	end
endmodule
### run.sh
#!/bin/bash
# OpenROAD 26Q1-2900-gdf79404cd8, Yosys 0.63+post, stock flow scripts
make -C /OpenROAD-flow-scripts/flow DESIGN_CONFIG=/design/flow/config.mk WORK_HOME=/design/flow/orfs finish
==> impl_metrics.json <==
{
  "wl_per_cell_um": 11.08,
  "cts.sinks": 194,
  "grt_max_degree": 30,
  "mostFrequentLayoutCell": "dfxtp_1",
  "most-common-layout-cells": "dfxtp_1 (169), conb_1 (106), nand2_1 (73)",
  "fin_area_um2": 10690,
  "synthesis.area_um2": 9709,
  "yosysSeqAreaShare_pct": 42.58,
  "ys_types": 71,
  "worst_pin_slew_ns": 0.7949,
  "slew_headroom_pct": 46.76,
  "synth_area_per_cell_um2": 9.238,
  "route.detailed.drc": 0,
  "clock_latency_ns": 0.42,
  "yosys_warnings": 116,
  "utilization_pct": 45.28,
  "ys_area_um2": 9709,
  "rsz0062_at_grt": "no",
  "cts_setup_buffers": 0,
  "worst_ep_arrival_time_ns": 3.06,
  "hp-start": "buttons_sr.buttons[0]",
  "antenna_found_initial": 0,
  "drtAntennaViolNets": 0,
  "clockBufferDepth": 2,
  "viasPerCell": 4.777,
  "ff_type": "dfxtp_1",
  "min_to": "LEDR[0]",
  "worst_setup_path_end_kind": "primary output",
  "cts_root_buffer": "clkbuf_16",
  "required_ns": 3.44,
  "synth_top_area_share_pct": 34.85,
  "fp_util_pct": 41.12,
  "fillers": 2238,
  "grt_pass1_wl_um": 27110,
  "ys_ff": 194,
  "finalClockPeriodUsage_pct": 91.14,
  "cts_buffers": 17,
  "cp-start-kind": "flop",
  "rr_endpoint": "leftRotary.rotary_pos[6]",
  "p_per_area_nw_per_um2": 333.3,
  "layout-drive-gt1-share_pct": 5.596,
  "core-area_um2": 23610,
  "chipArea_um2": 24900,
  "hold_viol": 0,
  "untimed_endpoints": 63,
  "vdd_ir_drop_max_mv": 0.2258,
  "whs_path_depth": 0,
  "hold_ws_ns": 0.3388,
  "dp_hpwl_um": 10750,
  "htreeDepth": 4,
  "cellLeakagePower_nw": 4.247,
  "grt_usage_pct": 13.45,
  "grt.overflow.total": 0,
  "async_reset_ff_share_pct": 0,
  "top_cells_by_area": "dfxtp_1 (35%), buf_4 (8.2%), edfxtp_1 (7.7%)",
  "postRouteWirelength_um": 15810,
  "yosys_cells": 1051,
  "first_pass_iters": 4,
  "pin_count": 247,
  "warnings": 152,
  "outcome": "complete, no violations",
  "tns_ns": 0,
  "crit-reg2reg-launch": "leftRotary.LSB_debouncer.clean_out",
  "min_period_ns": 3.919,
  "drt-initial-drc-count": 325,
  "clk_pin_slew_worst_paths_ns": 0.07,
  "synth_area_leader_cell": "dfxtp_1",
  "edf_count": 25,
  "diodes": 0,
  "path_class": "flop to primary output",
  "setup_violations": 0,
  "syn_to_final_growth_pct": 10.13,
  "netlist_instances": 1051,
  "fin_skew_ns": 0.01463,
  "slew_viol_final": 0,
  "hold_class": "flop to flop",
  "holdBufCountCts": 0,
  "placed_area_um2": 10110,
  "vias": 6817,
  "fmax_mhz": 255.2,
  "grt_pass1_vias": 5828,
  "post-place-cells": 1395,
  "fp-row-count": 56,
  "instances_no_fill": 1427,
  "maxCapViolCount": 0,
  "routabilityCongestion": 0.8165,
  "r2r_slack_ns": 1.63,
  "cts_resized": 0,
  "reg2reg_depth": 8,
  "die_w_um": 157.8,
  "cts_tree": "yes",
  "cp_max_fo": 10,
  "port_buffers": 46,
  "die_h_um": 157.8
}
final cells by class:
cell class,instances,area [µm²],area share (%)
clock buffer,18,429.2,4.014
inverter,71,266.5,2.492
multi-input combinational,756,4787,44.77
clock inverter,14,153.9,1.439
sequential,194,4134,38.66
tap,319,399.1,3.733
timing repair buffer,55,523.0,4.891
worst max-delay path by stage:
stage              startpoint     endpoint  cells past startpoint
4_1_cts   buttons_sr.state[0]  SHIFT_CLKIN                      7
6_report  buttons_sr.state[0]  SHIFT_CLKIN                      7
5_1_grt   buttons_sr.state[0]  SHIFT_CLKIN                      7
cells in the mapped netlist (all sizes together) (5+ instances only):
cell type / count
a211oi: 9
dfxtp: 169
nor4b: 9
and4: 7
o311ai: 6
nor2b: 12
xor2: 15
ha: 56
mux2i: 7
o22ai: 7
a21oi: 50
a31oi: 11
edfxtp: 25
buf: 108
and2: 16
or4: 8
nor2: 72
or3: 26
o21ai: 53
nor3b: 6
a22oi: 5
nand4: 25
nand2: 75
and3: 11
xnor2: 15
a32o: 9
nor3: 18
inv: 70
o211ai: 17
clkbuf: 27
nand3: 33
nand3b: 5
o21a: 13
nand2b: 7
where the power goes:
group	internal [W]	leakage [nW]	switching (W)	total [W]
clock network	0.000867	0.286	0.000694	0.00156
registers	0.00185	1.60	0.0000170	0.00187
logic	0.0000503	2.36	0.0000826	0.000133
total	0.00277	4.25	0.000793	0.00356
metrics by stage:
stage | worst slack, ns | power (W)
after floorplan | 1.559 | 0.002067
after global placement | 0.8394 | 0.002046
after detailed placement | 0.8162 | 0.002045
after CTS | 0.3547 | 0.003623
after global routing | 0.2169 | 0.003731
final | 0.3810 | 0.003564
critical path: stages, from the launching register on:
cell,delay [ns]
dfxtp_1,0.50
inv_1,0.17
ha_1,0.27
and2_1,0.19
ha_1,0.18
or4b_2,0.68
a21oi_1,0.17
clkdlybuf4s50_1,0.48
per-layer routing:
layer  up-vias  routed length, µm  GRT usage [%]
met3         7                521          2.118
met1      3089               8214          21.45
met4         0                121          1.387
met5         -                  0              0
met2       119               6954          20.39
li1       3602                  -              -
flip-flops by register name, summed over array words and instances (netlist names), 7 cells and up:
| name | count |
|---|---|
| leftRotary.LSB_debouncer.counter | 16 |
| LEDR | 10 |
| leftRotary.MSB_debouncer.counter | 16 |
| left_MSB_hexdecode.lc | 7 |
| right_LSB_hexdecode.lc | 7 |
| leftRotary.rotary_pos | 8 |
| rightRotary.rotary_pos | 8 |
| right_MSB_hexdecode.lc | 7 |
| buttons_sr.clk_div | 9 |
| HEX5 | 7 |
| rightRotary.MSB_debouncer.counter | 16 |
| left_LSB_hexdecode.lc | 7 |
| buttons_sr.tmp | 10 |
| HEX3 | 7 |
| HEX2 | 7 |
| HEX4 | 7 |
| rightRotary.LSB_debouncer.counter | 16 |
| buttons_sr.buttons | 10 |
cells by family (layout without fill, tap and decap cells):
group | Yosys count | after routing | synth area share (%)
fa+ha+maj | 58 | 58 | 7.629
other cells | 1 | 106 | 0.03862
flops | 194 | 194 | 42.58
mux | 9 | 9 | 1.186
xor+xnor | 30 | 30 | 2.706
buf+inv | 206 | 158 | 12.18
compound gates | 211 | 211 | 14.73
simple gates | 342 | 342 | 18.96
Power figures rest on the tool's default switching activity, not on a simulated workload.
