<file path="flow/config.mk">
export PLATFORM = sky130hd
export DESIGN_NAME = split
export DESIGN_NICKNAME = split
export VERILOG_FILES = /design/flow/design.v
export SDC_FILE = /design/flow/constraint.sdc
export NUM_CORES = 4
export LEC_CHECK = 1
export CORE_AREA = 10 10 92 92
export DIE_AREA = 0 0 102 102
</file>
<file path="flow/constraint.sdc">
current_design split

set clk_period 1.1
set clk_io_pct 0.2

create_clock -name clk0 -period $clk_period

set non_clock_inputs [all_inputs -no_clocks]
set_input_delay [expr $clk_period * $clk_io_pct] -clock clk0 $non_clock_inputs
set_output_delay [expr $clk_period * $clk_io_pct] -clock clk0 [all_outputs]
</file>
<file path="flow/design.v">
module EightBitsToSevenSeg(
	input clock,
	input reset,
	input [7:0] hexval,
	output [6:0] digit0,
	output [6:0] digit1
);
        function [6:0] ledcode;
                input [3:0] hexval;
                case (hexval)
                        4'h0: ledcode = 7'b0111111;
                        4'h1: ledcode = 7'b0000110;
                        4'h2: ledcode = 7'b1011011;
                        4'h3: ledcode = 7'b1001111;
                        4'h4: ledcode = 7'b1100110;
                        4'h5: ledcode = 7'b1101101;
                        4'h6: ledcode = 7'b1111101;
                        4'h7: ledcode = 7'b0000111;
                        4'h8: ledcode = 7'b1111111;
                        4'h9: ledcode = 7'b1101111;
                        4'ha: ledcode = 7'b1110111;
                        4'hb: ledcode = 7'b1111100;
                        4'hc: ledcode = 7'b0111001;
                        4'hd: ledcode = 7'b1011110;
                        4'he: ledcode = 7'b1111001;
                        4'hf: ledcode = 7'b1110001;
                endcase
        endfunction
	always_comb begin
		digit0 = ~ledcode(hexval[3:0]);
		digit1 = ~ledcode(hexval[7:4]);
	end
endmodule
module split(	
	input clock,
	input reset,
	input [23:0] data,
	output [6:0] o1, output [6:0] o2, output [6:0] o3, output [6:0] o4, output [6:0] o5, output [6:0] o6
);  
	logic [7:0] h1,h2,h3;  
	assign h1 = data[7:0];
	assign h2 = data[15:8];
	assign h3 = data[23:16];
	EightBitsToSevenSeg c1(clock, reset, h1, o1, o2);
	EightBitsToSevenSeg c2(clock, reset, h2, o3, o4);
	EightBitsToSevenSeg c3(clock, reset, h3, o5, o6);
endmodule
</file>
<file path="flow/run.sh">
#!/bin/bash
# OpenROAD 26Q1-2900-gdf79404cd8, Yosys 0.63+post, stock flow scripts
make -C /OpenROAD-flow-scripts/flow DESIGN_CONFIG=/design/flow/config.mk WORK_HOME=/design/flow/orfs finish
</file>
==> README.md <==
| Result | This run | Unit |
|---|---|---|
| Peak ir drop on the vdd network | 0.208 | mV |
| Result of the run | finished with violations | - |
| Placement Rows | 29 | - |
| Final WS setup | -404 | ps |
| Cell Area, Synth | 1490 | um^2 |
| Total vias in the final route | 1885 | - |
| Share of the core filled with cells | 58.7 | % |
| Residual DRC | 0 | - |
| Distinct cells, synth | 21 | - |
| Count of routing violations after the opening detailed-route iteration | 45 | - |
| Worst Path Class, Setup | input port to output port | - |
| Number of warnings in the stage logs | 67 | - |
| Power density over the cells | 371 | nW/um^2 |
| Max-slew headroom | 85.4 | % |
| Warning count from the yosys run | 3 | - |
| Tally of clock buffers in the finished layout | 0 | - |
| Type of the tightest min-delay check | input port to output port | - |
| Combinational Area | 2050 | um^2 |
| Routed wirelength normalized by instance count | 14.4 | um |
| Capturing element type of the critical path | output port | - |
| Worst hold slack | 775 | ps |
| Worst Setup Start Kind | input port | - |
| Count of mapped cells out of synthesis | 184 | - |
| Number of nets with antenna violations after routing | 0 | - |
| Area added between synthesis and finish | 154 | % |
| Final number of max-transition violations | 0 | - |
| Starting density of the core | 23.1 | % |
| Achievable frequency | 0.665 | GHz |
| RSZ-0062 raised after global routing | yes | - |
| Measured slew at the worst slew-check pin | 219 | ps |
| GR Util All Layers | 9.85 | % |
| Maximum number of pins on one net before global-route repair | 8 | - |
| Share of the cycle needed by the critical path after routing | 137 | % |
| Fin crit period | 1500 | ps |
| Sequential cell count | 0 | - |
| Cell area after layout | 3790 | um^2 |
| Fraction of layout cells with a size suffix above 1 | 79.8 | % |
| Via count of the first global-routing pass | 1848 | - |
| Die extent in y | 102 | um |
| Arrival time reported for the critical path endpoint | 1280 | ps |
| Count of antenna diodes in the layout | 0 | - |
| Final-layout setup total negative slack | -9050 | ps |
| Finish-stage setup viols | 42 | - |
| Vias per inst | 4.67 | - |
| Max-capacitance violation count | 0 | - |
| Area of placed instances | 2900 | um^2 |
| Area occupied by registers | 0 | um^2 |
| Seq/Total Area, Yosys | 0 | % |
| Core area | 6460 | um^2 |
| Count of TritonRoute iterations in the first routing pass | 4 | - |
| Detailed-placement wirelength estimate | 4020 | um |
| Hold bufs inserted after CTS | 0 | - |
| Mean instance size in the synthesized netlist | 8.11 | um^2 |
| Die Size | 10400 | um^2 |
| # Cells Yosys | 184 | - |
| Wire length of the first global-routing pass | 8870 | um |
| Data required time at the worst endpoint | 880 | ps |
| Maximum net fanout on the critical path | 3 | - |
| Final Hold Vio Count | 0 | - |
| Violations in the final reports | negative setup slack | - |
| Count of input and output buffers | 66 | - |
| Die outline width | 102 | um |
| Grt total ovfl | 0 | - |
| Num ports | 68 | - |
| Routed wire length | 5810 | um |
| Number of antenna violations at the first check in global routing | 0 | - |
| Weighted congestion at the end of routability-driven global placement | 0.873 | - |
| Layout filler cell count | 458 | - |
| Yosys Chip Area | 1490 | um^2 |
| Leakage power | 0.00170 | uW |
repair_timing:
item                       CTS  global route
resized                    348            96
setup buffers               24            11
setup endpoints to repair   42            42
cloned                       0             0
pin swaps                   52            48
final timing paths:
| check | depth (start not counted) | start | slack (ps) | to |
|---|---|---|---|---|
| worst min-delay path | 3 | data[14] | 780 | o4[1] |
| worst max-delay path | 7 | data[20] | -400 | o6[3] |
metrics by stage:
stage | power, uW | setup slack [ps] | std cells
final | 1400 | -404 | 404
after global routing | 1530 | -458 | 404
after CTS | 1230 | -424 | 400
after detailed placement | 1100 | -1210 | 378
after global placement | 1100 | -1210 | 378
after floorplan | 434 | -33.2 | 184
cell families after synthesis:
| family | after synthesis | share of synthesized area [%] |
|---|---|---|
| buffers and inverters | 30 | 10.1 |
| adder cells (fa/ha/maj) | 36 | 30.2 |
| AND-OR/OR-AND | 36 | 19.0 |
| AND/OR/NAND/NOR | 60 | 20.1 |
| multiplexers | 22 | 20.6 |
where the power goes:
part	switching, uW	internal [uW]	total, uW
registers	0	0	0
logic	570	835	1400
clock network	0	0	0
per-layer routing:
metal	routed length, um	up-vias	share of wire (%)	global-route usage (%)
li1	-	958	-	-
met1	2820	886	48	14.2
met2	2710	41	47	16.3
met3	285	0	4.9	1.30
met4	0	0	0	0
met5	0	-	0	0
cell usage after synthesis (all sizes together), types with 10 or more instances:
master / number / share of area, %
mux2i: 12 / 8.1
a22o: 10 / 5.9
nor2: 24 / 6.4
inv: 18 / 4.5
nor2b: 12 / 5.0
ha: 36 / 30
buf: 12 / 5.5
nand2: 14 / 3.5
cells in the final DEF (no fill, tap or decap), types with 2 or more instances in the layout:
master / instances
inv_2: 4
nor2b_1: 4
inv_4: 2
inv_8: 3
inv_12: 4
clkinv_8: 3
ha_4: 34
a32o_1: 5
buf_2: 45
mux2i_1: 12
nor2b_4: 5
buf_8: 6
buf_6: 53
nor2_4: 3
a22o_1: 10
nor2_2: 9
nor2b_2: 3
inv_16: 2
a31oi_4: 4
nand2_1: 5
mux4_2: 6
buf_12: 11
o32ai_2: 5
nand2b_4: 4
nand2_2: 6
clkdlybuf4s15_1: 2
clkbuf_2: 5
a31oi_1: 2
buf_4: 32
or3b_1: 6
mux2_4: 4
nor2_1: 12
nand2_4: 3
o21ai_1: 6
cell type report:
type / count / area share, %
multi-input cells: 154 / 54.2
inverters: 18 / 5.68
repair buffers: 155 / 37.6
well taps: 77 / 2.54
critical path, cell delays in order:
cell and delay (ps):
buf_8 80, buf_12 110, inv_16 40, ha_4 250
inv_2 30, mux4_2 430, buf_2 120
Power is estimated from default activity; no workload was simulated.
